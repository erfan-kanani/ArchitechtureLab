==> flow/design.v <==
module fullAdder(X,Y,Cin,Sum,Cout);
input  X,Y,Cin;
output Sum,Cout;
assign Sum = (X^Y) ^ Cin;
assign Cout = ((X^Y) & Cin) | (X&Y);
endmodule
module fullAdder4bit(X,Y,Cin,Sum,Cout);
input  [3:0] X,Y;
input Cin;
output [3:0] Sum;
output Cout;
wire C1,C2,C3;
fullAdder FA1(X[0],Y[0],Cin,Sum[0],C1);
fullAdder FA2(X[1],Y[1],C1,Sum[1],C2);
fullAdder FA3(X[2],Y[2],C2,Sum[2],C3);
fullAdder FA4(X[3],Y[3],C3,Sum[3],Cout);
endmodule
module fullAdder16bit(X,Y,Cin,Sum,Cout);
input  [15:0] X,Y;
input Cin;
output [15:0] Sum;
output Cout;
wire C1,C2,C3;
fullAdder4bit FA1(X[3:0],Y[3:0],Cin,Sum[3:0],C1);
fullAdder4bit FA2(X[7:4],Y[7:4],C1,Sum[7:4],C2);
fullAdder4bit FA3(X[11:8],Y[11:8],C2,Sum[11:8],C3);
fullAdder4bit FA4(X[15:12],Y[15:12],C3,Sum[15:12],Cout);
endmodule
module fullAdder64bit(X,Y,Cin,Sum,Cout);
input  [63:0] X,Y;
input Cin;
output [63:0] Sum;
output Cout;
wire C1,C2,C3;
fullAdder16bit FA1(X[15:0],Y[15:0],Cin,Sum[15:0],C1);
fullAdder16bit FA2(X[31:16],Y[31:16],C1,Sum[31:16],C2);
fullAdder16bit FA3(X[47:32],Y[47:32],C2,Sum[47:32],C3);
fullAdder16bit FA4(X[63:48],Y[63:48],C3,Sum[63:48],Cout);
endmodule
==> flow/run.sh <==
#!/bin/bash
# OpenROAD 26Q1-2900-gdf79404cd8, Yosys 0.63+post, stock flow scripts
make -C /OpenROAD-flow-scripts/flow DESIGN_CONFIG=/design/flow/config.mk WORK_HOME=/design/flow/orfs finish
==> flow/config.mk <==
export PLATFORM = sky130hd
export DESIGN_NAME = fullAdder64bit
export DESIGN_NICKNAME = fullAdder64bit
export VERILOG_FILES = /design/flow/design.v
export SDC_FILE = /design/flow/constraint.sdc
export NUM_CORES = 4
export LEC_CHECK = 1
export CORE_AREA = 10 10 125 125
export DIE_AREA = 0 0 135 135
==> flow/constraint.sdc <==
current_design fullAdder64bit

set clk_period 50.0
set clk_io_pct 0.2

create_clock -name clk0 -period $clk_period

set non_clock_inputs [all_inputs -no_clocks]
set_input_delay [expr $clk_period * $clk_io_pct] -clock clk0 $non_clock_inputs
set_output_delay [expr $clk_period * $clk_io_pct] -clock clk0 [all_outputs]
==> flow_metrics.py <==
# Flow results
metrics = {
    "run_status": {
        "status": "finished, final reports clean",
    },
    "min_path": {
        "worst_hold_path.endpoint": "Sum[0]",
        "min_from": "Cin",
        "hold_class": "primary input to output pin",
        "hold_depth": 5,
    },
    "worst_setup_path": {
        "cp.required_ns": 40.00,
        "endpoint_kind": "output pin",
        "cp-start-kind": "primary input",
        "cp.arrival_ns": 36.11,
        "cpMaxStageDelayCell": "clkdlybuf4s50_1",
        "crit_type": "primary input to output pin",
        "slowest_delay_ns": 0.47,
        "worstPathMaxFanout": 1,
        "cp_common_cell": "fa_1",
    },
    "logic_synthesis": {
        "yosys_area_um2": 1800,
        "ys_cells": 138,
        "ys_types": 3,
        "syn_inst": 138,
        "ys_sh_adder_pct": 71.2,
        "mux_area_share_pct": 0,
        "ys_sh_aoi_pct": 0,
        "ys_warn_count": 0,
        "yosys.stat.seqShare_pct": 0,
        "xor_area_share_pct": 0,
        "synthesis.area_um2": 1800,
        "ys_sh_simple_pct": 0,
        "top_area_share_pct": 71.2,
        "synth_area_per_cell_um2": 13.0,
        "synth.area.top_cells": "fa_1 71%, buf_4 27%, inv_1 2.1%",
        "top_logic_kind": "adder cells",
        "largest_area_cell": "fa_1",
    },
    "final_timing": {
        "max_freq_mhz": 21.7,
        "final.min_clock_period_ns": 46.11,
        "worst_pin_slew_ns": 0.137,
        "slew-limit-headroom_pct": 90.8,
        "finalSetupTns_ns": 0,
        "finalSetupViolCount": 0,
        "hold_violations": 0,
        "slew_violations": 0,
        "whs_ns": 21.06,
        "rsz0062_at_grt": "false",
        "fin_crit_sh_pct": 92.2,
    },
    "placement": {
        "dpl-instance-area_um2": 3480,
        "dp_hpwl_um": 7020,
        "globalplace.congestion": 0.868,
        "port-buffer-count": 194,
        "dp.cells": 440,
    },
    "cells_and_area": {
        "seq_cells": 0,
        "clock_buffers": 0,
        "final_area_um2": 3480,
        "seq_area_um2": 0,
        "finalNonFillerCells": 440,
        "syn_to_final_growth_pct": 93.2,
        "layout-drive-gt1-share_pct": 0,
    },
    "route": {
        "drtPass1Iterations": 3,
        "route.detailed.drc": 0,
        "ant_nets": 0,
        "antennaDiodeCount": 0,
        "vias_per_cell": 3.24,
        "wl_per_cell_um": 16.2,
        "drt_iter0_drc": 3,
        "vias": 1426,
        "wl_um": 7150,
    },
    "power_and_ir_drop": {
        "leakage_nw": 1.28,
        "p_total_mw": 0.0437,
        "vdd_drop_max_uv": 5.86,
        "powerDensity_nw_per_um2": 12.6,
    },
    "clocking": {
        "cts_repair_resize_count": 0,
        "postCtsSetupBuffers": 0,
        "ctsHoldBuffers": 0,
    },
    "floorplan": {
        "die-area_um2": 18200,
        "io_pins": 194,
        "initCoreUtil_pct": 14.1,
        "die_x_um": 135,
        "num_rows": 41,
        "fp.dieH_um": 135,
        "core-area_um2": 12800,
    },
    "grt": {
        "grt_max_degree": 2,
        "antenna_found_initial": 0,
        "grt_pass1_wl_um": 10600,
        "overflow": 0,
        "grt_use_total_pct": 7.58,
        "first_global_vias": 1898,
    },
    "job": {
        "warnings": 32,
        "maxCapViolations": 0,
    },
}
## layer usage
metal,GRT usage (%),up-vias,wire length (um)
met1,7.78,644,2290
met2,10.9,182,2690
met5,0,-,0
li1,-,600,-
met3,8.51,0,2160
met4,0,0,0
## worst max-delay path, delay by kind of cell
family,cells,cell delay [ns]
buf+inv,6,1.14
fa+ha+maj,64,24.95
## report_power, final
group / internal [mW] / leakage (nW) / switching, mW / total [mW]
clock network: 0 / 0 / 0 / 0
registers: 0 / 0 / 0 / 0
logic: 0.0319 / 1.28 / 0.0118 / 0.0437
## kinds of logic after synthesis
kind of cell / after synthesis
fa+ha+maj: 64
buf+inv: 74
## metrics by stage
stage	util [%]	setup slack (ns)
after floorplan	-	5.64
after global placement	27.2	3.80
after detailed placement	27.2	3.78
after CTS	27.2	3.74
after global routing	27.2	2.87
final	27.2	3.89
## cell type report
cell class | count | area (um^2)
Fill cell | 1319 | 9300
Timing Repair Buffer | 194 | 1940
Multi-Input combinational cell | 64 | 1280
Tap cell | 172 | 215
Inverter | 10 | 37.5
## worst max-delay path by stage
stage / start / to / slack [ns] / cells after the start
after CTS: X[0] / Sum[63] / 3.74 / 70
after global routing: X[0] / Sum[63] / 2.87 / 70
final: X[0] / Sum[63] / 3.89 / 70
## cell usage in the layout (no fill, tap or decap), drive strengths merged
cell,Yosys,routed
clkdlybuf4s50,0,194
fa,64,64
inv,10,10
## synthesized netlist by cell type
master / n
fa_1: 64
buf_4: 64
inv_1: 10
Power figures rest on the tool's default switching activity, not on a simulated workload.

==> design/flow/design.v <==
module ALUControl(ALUOp, Funct7, Funct3, ALUcontrolinput);
input [1:0] ALUOp;
input [6:0] Funct7;
input [2:0] Funct3;
output reg [3:0] ALUcontrolinput;
    always@(*)
        begin
            case(ALUOp)
        2'b00: ALUcontrolinput <= 4'b0010;  
 		2'b01: ALUcontrolinput <= 4'b0110;  
        2'b10 : begin  
                case({Funct7, Funct3})
				    10'b0000000000: ALUcontrolinput <= 4'b0010;  
				    10'b0100000000: ALUcontrolinput <= 4'b0110;  
				    10'b0000000111: ALUcontrolinput <= 4'b0000;  
				    10'b0000000110: ALUcontrolinput <= 4'b0001;  
				default: ALUcontrolinput <= 4'bxxxx;  
			    endcase
            end
            default:ALUcontrolinput=4'bxxxx;
            endcase
        end
endmodule            
==> design/flow/run.sh <==
#!/bin/bash
# OpenROAD 26Q1-2900-gdf79404cd8, Yosys 0.63+post, stock flow scripts
make -C /OpenROAD-flow-scripts/flow DESIGN_CONFIG=/design/flow/config.mk WORK_HOME=/design/flow/orfs finish
==> design/flow/config.mk <==
export PLATFORM = sky130hd
export DESIGN_NAME = ALUControl
export DESIGN_NICKNAME = ALUControl
export VERILOG_FILES = /design/flow/design.v
export SDC_FILE = /design/flow/constraint.sdc
export NUM_CORES = 4
export LEC_CHECK = 1
export CORE_AREA = 10 10 70 70
export DIE_AREA = 0 0 80 80
==> design/flow/constraint.sdc <==
current_design ALUControl

set clk_period 1.0
set clk_io_pct 0.2

create_clock -name clk0 -period $clk_period

set non_clock_inputs [all_inputs -no_clocks]
set_input_delay [expr $clk_period * $clk_io_pct] -clock clk0 $non_clock_inputs
set_output_delay [expr $clk_period * $clk_io_pct] -clock clk0 [all_outputs]
==> impl_metrics.py <==
# Generated from Yosys and OpenROAD reports
metrics = {
    "finish": {
        "n_fill_cell": 402,
        "drive_gt1_share_pct": 66.7,
        "sequential_cell_total": 0,
        "clkbuf_count": 0,
        "final_core_util_pct": 12.1,
        "register_area_um2": 0,
        "comb_area_um2": 180,
        "area_delta_synth_final_pct": 198,
    },
    "synth": {
        "ys_cells": 17,
        "yosys.area.top_type": "nor4b_2",
        "yosysChipArea_um2": 139,
        "syn_area_um2": 139,
        "syn_inst": 17,
        "yosysUniqueCellTypes": 11,
        "avgSynthCellArea_um2": 8.17,
        "synth_top_area_share_pct": 21.6,
        "area_leaders": "nor4b_2 (22%), ha_1 (18%), nor4_4 (15%), nor2_1 (11%), nand4bb_1 (8.1%)",
        "ys_seq_share_pct": 0,
        "ys.warnings.count": 1,
    },
    "detailed_routing": {
        "avgViaCountPerCell": 2.41,
        "wl_um": 736,
        "vias": 198,
        "dr.pass1.iters": 4,
        "ant_nets": 0,
        "drtIter0Drc": 4,
        "wl_per_cell_um": 8.98,
        "drc": 0,
        "antenna_cells": 0,
    },
    "global_routing": {
        "antenna_found_initial": 0,
        "grt_pass1_vias": 204,
        "grt-ovfl-total": 0,
        "grt_use_total_pct": 2.24,
        "grt_start_max_net_pins": 4,
        "grt_pass1_wl_um": 1150,
    },
    "placement": {
        "dpl_worst_slack_ps": -1250,
        "gp_congestion": 0.651,
        "placement.io_buffers": 15,
    },
    "floorplanning": {
        "fp_util_pct": 4.07,
        "core_mm2": 0.00342,
        "fp.dieW_um": 80,
        "num_rows": 21,
        "fp.dieH_um": 80,
        "ios": 16,
        "chip_area_mm2": 0.00640,
    },
    "timing": {
        "worst_hold_slack_ps": 781,
        "rsz0062_at_grt": "yes",
        "setup_viol": 3,
        "fmax_mhz": 715,
        "fin_ws_ps": -398,
        "maxSlewViolCount": 0,
        "finalHoldViolCount": 0,
        "finalCritPeriodShare_pct": 140,
        "min_period_ps": 1400,
    },
    "outcome": {
        "status": "finished with violations",
        "violations": "negative setup slack",
    },
    "min_path": {
        "min_from": "Funct7[3]",
        "worstHoldPathType": "in2out",
    },
    "critical_path": {
        "critPathLaunchType": "input pin",
        "worstPathRequired_ps": 800,
        "worstPathArrival_ps": 1200,
        "crit_path_start": "ALUOp[0]",
        "max_stage_delay_ps": 240,
        "crit_path_top_delay_cell": "nor4b_4",
        "endpoint_kind": "output port",
        "path_cells": "buf_8, inv_4, ha_4, nand4bb_4, nor4b_4, o21ai_1, buf_2",
        "cp_max_fo": 2,
        "path_class": "in2out",
    },
    "clocking": {
        "hold_buffers": 0,
    },
    "job": {
        "cap_violations": 0,
        "tool_warnings": 36,
    },
    "power": {
        "irDropWorstVdd_v": 0.0000571,
        "finalPower_w": 0.000117,
        "p_per_area_mw_per_mm2": 283,
        "power.leakage_nw": 0.159,
    },
}
-- metal layers --
layer	wire length (um)	global-route usage [%]	vias up	share of wire (%)
met2	293	3.29	10	40
li1	-	-	97	-
met3	77	1.02	0	10
met5	0	0	-	0
met4	0	0	0	0
met1	365	3.10	91	50
-- cell usage after synthesis, drive strengths merged --
master / instances
nor2: 4
ha: 2
inv: 2
nor4b: 2
a41oi: 1
buf: 1
conb: 1
nand2: 1
nand4bb: 1
nor4: 1
o21ai: 1
-- power breakdown --
group	internal (W)	switching, W
combinational	0.0000725	0.0000446
sequential	0	0
clock	0	0
total	0.0000725	0.0000446
-- per-stage QoR --
step / cell area [um^2] / cells / setup TNS (ps)
final: 414 / 82 / -970
after global routing: 414 / 82 / -1180
after CTS: 404 / 81 / -903
after detailed placement: 367 / 79 / -3350
after global placement: 367 / 79 / -3270
after floorplan: 151 / 17 / -164
-- final timing paths --
path / cells after the start / to
min: 5 / ALUcontrolinput[0]
max: 7 / ALUcontrolinput[1]
-- layout by cell type, fill, tap and decap left out --
| master | instances |
|---|---|
| a41oi_2 | 1 |
| ha_1 | 1 |
| nor2_1 | 4 |
| buf_8 | 1 |
| clkdlybuf4s15_2 | 2 |
| clkdlybuf4s15_1 | 1 |
| buf_2 | 5 |
| nor4_4 | 1 |
| nand4bb_4 | 1 |
| ha_4 | 1 |
| inv_1 | 1 |
| o21ai_1 | 1 |
| buf_6 | 2 |
| nand2_2 | 1 |
| inv_4 | 1 |
| conb_1 | 1 |
| buf_4 | 6 |
| dlygate4sd2_1 | 3 |
| nor4b_4 | 2 |
-- kinds of logic after synthesis --
group,count (synthesis),share of synthesized area [%]
AND-OR/OR-AND,2,9.91
buffers and inverters,3,10.8
adder cells (fa/ha/maj),2,18.0
AND/OR/NAND/NOR,9,58.6
other,1,2.70
-- cell type report --
| class | count | share of cell area [%] |
|---|---|---|
| inverter | 2 | 2.42 |
| tap | 46 | 13.9 |
| multi-input combinational | 14 | 43.5 |
| timing repair buffer | 20 | 40.2 |
-- worst max-delay path: cells and delay by family --
kind	cells	cell delay [ps]
AOI/OAI and AO/OA	1	100
adders and majority gates	1	190
buffers and inverters	3	260
and+or+nand+nor	2	450
-- repair_timing --
item	4_1_cts	5_1_grt
gates cloned	0	0
pin swaps	10	2
endpoints found under the setup margin	3	3
setup buffers	2	1
gates resized	54	1
Power is estimated from default activity; no workload was simulated.
